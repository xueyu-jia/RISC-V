<file path="design/flow/run.sh">
#!/bin/bash
# OpenROAD 26Q1-2900-gdf79404cd8, Yosys 0.63+post, stock flow scripts
make -C /OpenROAD-flow-scripts/flow DESIGN_CONFIG=/design/flow/config.mk WORK_HOME=/design/flow/orfs finish
</file>
<file path="design/flow/constraint.sdc">
current_design Device_port

set clk_period 17.7
set clk_io_pct 0.2

create_clock -name clk0 -period $clk_period [get_ports {clk}]

set non_clock_inputs [all_inputs -no_clocks]
set_input_delay [expr $clk_period * $clk_io_pct] -clock clk0 $non_clock_inputs
set_output_delay [expr $clk_period * $clk_io_pct] -clock clk0 [all_outputs]
</file>
<file path="design/flow/config.mk">
export PLATFORM = sky130hd
export DESIGN_NAME = Device_port
export DESIGN_NICKNAME = Device_port
export VERILOG_FILES = /design/flow/design.v
export SDC_FILE = /design/flow/constraint.sdc
export NUM_CORES = 4
export LEC_CHECK = 1
export CORE_UTILIZATION = 40
</file>
<file path="design/flow/design.v">
module Device_port#(
    parameter MEMRO_SIZE = 32'h00000100,
    parameter MEM_SIZE = 32'h00000200  
)(
    input wire clk,
    input wire rst,
    input wire[31:0] in_addr,
    output wire[31:0] out_rdata,
    input wire[3:0] in_wen,
    input wire[31:0] in_wdata,
    input wire[4:0] in_butten,
    input wire[15:0] in_swi,
    output wire[15:0] out_led,
    output wire[3:0] out_seg0_cs,
    output wire[7:0] out_seg0_data,
    output wire[3:0] out_seg1_cs,
    output wire[7:0] out_seg1_data
);
    localparam MEMRO_END=MEMRO_SIZE;
    reg[7:0] iomem[0:MEM_SIZE-1];
    wire[31:0] data0={24'b0,iomem[in_addr]};
	wire[31:0] data1={24'b0,iomem[in_addr+1]};
	wire[31:0] data2={24'b0,iomem[in_addr+2]};
	wire[31:0] data3={24'b0,iomem[in_addr+3]};
    assign out_rdata=(data0)|(data1<<8)|(data2<<16)|(data3<<24);
    assign out_led={iomem[32'h00000100+0+1],iomem[32'h00000100+0]};
    assign out_seg0_cs=iomem[32'h00000100+4][3:0];
    assign out_seg0_data[7:0]=iomem[32'h00000100+4+1];
    assign out_seg1_cs=iomem[32'h00000100+8][3:0];
    assign out_seg1_data[7:0]=iomem[32'h00000100+8+1];
    integer i;
    always@(posedge clk or negedge rst)
        begin
            if(rst==1'b0)
                for(i=0;i<MEM_SIZE;i=i+1)
                    iomem[i]<=8'h00;
            else
                begin
                iomem[0]<={3'b000,in_butten};
                iomem[4]<=in_swi[7:0];
                iomem[4+1]<=in_swi[15:8];
                if(in_wen!=0 && in_addr>=MEMRO_END)
                    begin
                    if (in_wen[0]) iomem[in_addr]<=in_wdata[7:0];
                    if (in_wen[1]) iomem[in_addr+1]<=in_wdata[15:8];
                    if (in_wen[2]) iomem[in_addr+2]<=in_wdata[23:16];
                    if (in_wen[3]) iomem[in_addr+3]<=in_wdata[31:24];
                    end  
                end                      
        end
endmodule
</file>
==> notes.md <==
Notes from the flow run.

Clock network:
- The run gives the post-CTS setup-driven buffer insertion count as 0.
- Looking at the clock tree report, the root buffer type is clkbuf_16.
- The run gives the total clock sinks as roughly 4,100.
- The run gives the buffer depth of the longest clock path as 5.
- The run puts the CTS buffer count at 534.
- The run gives the number of resized instances in the post-cts repair step as 0.
- The H-tree generated during clock tree synthesis spans 6 levels.
- The run puts the number of buffers inserted by hold repair at cts at 0.

Synth:
- By count the netlist is led by nand2_1 (11,020), o21ai_0 (8,101), clkbuf_1 (5,491), nor2_1 (5,207), a22oi_1 (4,194).
- The run gives the library cell with the largest summed area after synthesis as dfrtp_1.
- The run puts the number of synthesis warnings at 2.
- In this run the mean area of a mapped cell was about 6.8 um^2.
- The run puts the number of cell instances after yosys synthesis at about 62,000.
- nand2_1 is the most common cell in the netlist.
- The run puts the share of flip-flops with an asynchronous set or reset after synthesis at about 100%.
- The run gives the register bit count reported by yosys as a little over 4,000.
- Looking at the cell usage after synthesis, the top flip-flop cell is dfrtp_1.
- The run puts the chip area line of the yosys report at 425,300 um^2.
- The run gives the synthesized area as around 430,000 um^2.
- Per the synthesis report, the single largest cell type by area occupies ~24% of cell area.
- The run puts the post-synthesis instance total at around 62,000.
- The run gives the number of distinct library cells after synthesis as ~110.
- The run gives the share of the yosys chip area belonging to registers as 24.10%.
- The run puts the number of enable-type register cells in the synthesized netlist at 0.
- By area the synthesized netlist is led by dfrtp_1 (24%), nand2_1 (9.7%), o21ai_0 (9.5%).

Placed design:
- The run puts the estimated wirelength of the detail-placed design at ~7,500,000 um.
- The detailed placer reported the number of placed instances as roughly 81,000.
- The run gives the final estimated routing congestion in global placement as ~3.4.
- The run puts the number of buffers inserted by port buffering at roughly 160.

Run status:
- The flow did not finish.
- The stage where the run came to a stop is global routing (5_1_grt).
- The first error in the log reads "[ERROR GRT-0116] Global routing finished with congestion. Check the congestion regions in the DRC Viewer".

GRT:
- The run puts the global route total overflow at ~600k.
- The run puts the largest net degree at the start of global routing at between 150 and 200.
- The run puts the wire length of the first global-routing pass at between 10,000,000 and 15,000,000 um.
- The run gives the via count of the first global-routing pass as between 600k and 700k.
- The run gives the combined global-route utilization of all metal layers as 174.2%.

Floorplanning:
- The run puts the row count at approximately 380.
- The run gives the initial core utilization as between 40 and 50%.
- between 150 and 200 I/O pins were placed.
- Measured along the y axis, the die boundary spans around 1000 um.
- The die is 1033 um wide.
metal layers:
metal | GRT overflow | global-route usage [%]
met2 | 298400 | 233.5
met3 | 47980 | 119.3
met1 | 224900 | 189.9
met5 | 3889 | 102.5
met4 | 23880 | 113.3
metrics by stage:
step	util, %	cell area (um^2)	hold slack (ns)	TNS [ns]	setup WS (ns)
global placement	48.53	514100	0.4618	-0.09985	-0.09985
CTS	50.28	532700	0.4834	0	1.354
floorplan	-	425300	0.5197	0	5.384
detailed placement	48.60	514900	0.4713	0	1.371
cell families after synthesis:
logic type | Yosys count | share of synthesized area [%]
muxes | 3374 | 7.969
and+or+nand+nor | 23020 | 23.30
xor gates and xnor gates | 21 | 0.05207
adders and majority gates | 5 | 0.01471
AOI/OAI and AO/OA | 25230 | 38.73
buffers and inverters | 6403 | 5.837
DFF | 4096 | 24.10
